===== flow/config.mk =====
export PLATFORM = sky130hd
export DESIGN_NAME = NextPCLogic
export DESIGN_NICKNAME = NextPCLogic
export VERILOG_FILES = /design/flow/design.v
export SDC_FILE = /design/flow/constraint.sdc
export NUM_CORES = 4
export LEC_CHECK = 1
export CORE_AREA = 10 10 124 124
export DIE_AREA = 0 0 134 134

===== flow/constraint.sdc =====
current_design NextPCLogic

set clk_period 45.6
set clk_io_pct 0.2

create_clock -name clk0 -period $clk_period

set non_clock_inputs [all_inputs -no_clocks]
set_input_delay [expr $clk_period * $clk_io_pct] -clock clk0 $non_clock_inputs
set_output_delay [expr $clk_period * $clk_io_pct] -clock clk0 [all_outputs]

===== flow/design.v =====
module NextPCLogic(
		   output reg [63:0] NextPC,
		   input [63:0]      CurrentPC,
		   input [63:0]      SignExtImm64,
		   input 	     Branch,
		   input 	     ALUZero,
		   input 	     Uncondbranch
		   );
   always @(*)
     begin
	if ((Uncondbranch) || (Branch && ALUZero))
	  NextPC = (CurrentPC + (SignExtImm64 << 2));
	else 
	  NextPC = CurrentPC + 4;
     end
endmodule

===== flow/run.sh =====
#!/bin/bash
# OpenROAD 26Q1-2900-gdf79404cd8, Yosys 0.63+post, stock flow scripts
make -C /OpenROAD-flow-scripts/flow DESIGN_CONFIG=/design/flow/config.mk WORK_HOME=/design/flow/orfs finish

==> flow_metrics.env <==
# source this file to load flow results
export IMPL_period_used_pct=52.1
export IMPL_floorplan_core_util_pct=32.4
export IMPL_flop_count=0
export IMPL_proportion_of_synthesized_area_in_mux_cells_pct=0
export IMPL_slew_viol_final=0
export IMPL_post_synth_and_or_nand_nor_area_fraction_pct=29.5
export IMPL_tightest_slew_ps=675
export IMPL_fp_row_count=41
export IMPL_fmax_mhz=42.1
export IMPL_timing_slew_headroom_pct=54.4
export IMPL_first_global_vias=4708
export IMPL_yosys_warnings=1
export IMPL_nFillCells=1297
export IMPL_top_logic_kind="AND-OR/OR-AND gates"
export IMPL_finalSetupTns_ps=0
export IMPL_xor_area_share_pct=12.4
export IMPL_drtIter0Drc=203
export IMPL_endpoint_kind="output pin"
export IMPL_worst_hold_path_type="in -> out"
export IMPL_antenna_found_initial=0
export IMPL_setup_worst_path_start_class="input port"
export IMPL_syn_area_um2=4100
export IMPL_grt_first_pass_wirelength_um=24000
export IMPL_grt_total_usage_pct=15.7
export IMPL_worst_endpoint_arrival_ps=14630
export IMPL_io_buffers=189
export IMPL_hold_path_depth=0
export IMPL_die_y_um=134
export IMPL_sw_frac_of_total_pct=42.4
export IMPL_timing_hold_worst_endpoint="NextPC[0]"
export IMPL_fin_cells=923
export IMPL_grt_overflow_total=0
export IMPL_timing_final_crit_period_ps=23750
export IMPL_postRouteWirelength_um=15000
export IMPL_drt_drc_violations_left=0
export IMPL_post_dp_cell_area_um2=6090
export IMPL_pwr_share_clk_pct=0
export IMPL_synth_sequential_area_ratio_pct=0
export IMPL_detail_route_antenna_diodes=0
export IMPL_ff_latch_area_um2=0
export IMPL_final_layout_size_suffix_gt1_share_pct=2.40
export IMPL_power_net_switching_mw=0.0409
export IMPL_grt_max_degree=63
export IMPL_route_detailed_vias_per_inst=5.18
export IMPL_report_final_hold_viol_count=0
export IMPL_finalHoldWorstSlack_ps=18240
export IMPL_seq_power_share_pct=0
export IMPL_ioPinCount=195
export IMPL_yosys_stat_cell_total=595
export IMPL_crit_chain="clkdlybuf4s50_1 > a21oi_4 > buf_4 > or2_2 > ha_1 > inv_1 > fa_1 > and2b_1 > o211ai_1 > a211o_1 > a211oi_1 > o2111a_1 > nor3_1 > o41ai_1 > nor3b_1 > a31oi_1 > xnor2_1 > clkdlybuf4s50_1"
export IMPL_post_synth_inst_count=595
export IMPL_post_synth_main_area_contributors="ha_1, nor2b_1, a21o_1"
export IMPL_core_area_um2=12700
export IMPL_timing_critical_path_fanout_max=62
export IMPL_postCtsSetupBuffers=0
export IMPL_post_cts_resized_instances=0
export IMPL_netlist_top_cell_by_area="ha_1"
export IMPL_cts_hold_repair_buffers=0
export IMPL_static_leakage_power_nw=2.71
export IMPL_yosys_stat_area_um2=4100
export IMPL_status="complete, no violations"
export IMPL_warnings=34
export IMPL_internal_power_mw=0.0555
export IMPL_syn_avg_cell_area_um2=6.89
export IMPL_pre_cts_ws_ps=21940
export IMPL_ys_sh_adder_pct=19.1
export IMPL_post_synth_num_cell_types=57
export IMPL_critical_path_slowest_cell="o41ai_1"
export IMPL_rsz_0062_raised_after_global_routing="no"
export IMPL_floorplan_die_width_um=134
export IMPL_pwr_density_cell_nw_per_um2=15.8
export IMPL_place_inst=923
export IMPL_route_vias_total=4782
export IMPL_worst_hold_startpoint="CurrentPC[0]"
export IMPL_place_congestion=0.950
export IMPL_max_vdd_ir_drop_v=0.00000584
export IMPL_postLayoutCellArea_um2=6090
export IMPL_setup_worst_path_class="in -> out"
export IMPL_routed_wire_length_per_instance_um=16.3
export IMPL_netlist_area_leader_share_pct=18.6
export IMPL_critical_path_required_ps=36480
export IMPL_firstDrtPassIters=5
export IMPL_chip_area_um2=18000
export IMPL_biggest_cell_delay_along_the_critical_path_ps=640
export IMPL_setup_ws_ps=21850
export IMPL_antenna_left=0
export IMPL_postLayoutCoreUtil_pct=48.0
export IMPL_maxCapViolations=0
export IMPL_finalPower_mw=0.0964
export IMPL_setup_violations_final=0
export IMPL_nClkBuffers=0
export IMPL_p_comb_share_pct=100.0
export IMPL_syn_to_final_growth_pct=48.4
export IMPL_cpMostUsedCell="clkdlybuf4s50_1"
export IMPL_detailed_place_hpwl_um=13200
export IMPL_post_synth_ao_oa_area_fraction_pct=34.2
cells in the mapped netlist (all sizes together) (6+ instances only):
| cell | count |
|---|---|
| inv | 15 |
| and2 | 7 |
| nor3 | 12 |
| nor2b | 67 |
| buf | 6 |
| nand4 | 20 |
| nand3 | 13 |
| o21ai | 30 |
| xor2 | 19 |
| a31oi | 9 |
| a21o | 50 |
| clkbuf | 28 |
| o21bai | 12 |
| nand2b | 6 |
| a21oi | 57 |
| nor2 | 34 |
| nand2 | 43 |
| ha | 61 |
| xnor2 | 39 |
| and3 | 6 |
placed cells by master (no fill, tap or decap), types with 3 or more instances in the layout:
master | Yosys | layout
and2_1 | 7 | 7
o31ai_1 | 3 | 3
or3_1 | 5 | 5
o211ai_1 | 5 | 5
nand2b_1 | 6 | 6
o21ai_0 | 29 | 29
or2_2 | 3 | 3
nand3_1 | 13 | 13
clkdlybuf4s50_1 | 0 | 189
ha_1 | 61 | 61
a21o_1 | 50 | 50
nor2_1 | 34 | 34
a221o_1 | 4 | 4
a21oi_1 | 55 | 54
and3_1 | 6 | 6
a211oi_1 | 3 | 3
a31oi_1 | 8 | 8
inv_1 | 15 | 15
o21a_1 | 4 | 4
nor3_1 | 12 | 12
a41oi_1 | 3 | 3
a21boi_0 | 4 | 4
xor2_1 | 19 | 19
o21bai_1 | 12 | 12
nand4_1 | 20 | 20
xnor2_1 | 39 | 39
nand2_1 | 43 | 43
nor2b_1 | 66 | 66
worst max-delay path, delay by kind of cell:
family	cells	cell delay (ps)
adder cells (fa/ha/maj)	2	570
buffers and inverters	4	1510
XOR/XNOR	1	180
AND/OR/NAND/NOR	4	970
AND-OR/OR-AND	7	2270
how the worst max path moves through the flow:
stage | start | to | slack [ps] | cells after the start
CTS | Branch | NextPC[60] | 21890 | 18
global route | Branch | NextPC[60] | 21520 | 18
finish | Branch | NextPC[60] | 21850 | 18
layout make-up:
cell class / instances / area (um^2) / area share, %
Inverter: 15 / 56.3 / 0.925
Tap cell: 172 / 215 / 3.54
Multi-Input combinational cell: 546 / 3920 / 64.3
Timing Repair Buffer: 190 / 1900 / 31.2
cell families (layout without fill, tap and decap cells):
logic type                 count (synthesis)  after routing
buffers and inverters                     49            205
AOI/OAI and AO/OA                        201            201
xor gates and xnor gates                  58             58
and+or+nand+nor                          225            225
adders and majority gates                 62             62
power by group through the flow:
stage | logic [mW] | registers [mW] | clock network, mW
global route | 0.106 | 0 | 0
CTS | 0.0978 | 0 | 0
finish | 0.0964 | 0 | 0
layer usage:
layer | part of all wire [%] | GRT usage [%]
met5 | 0 | 0
met4 | 0.49 | 0.786
met3 | 5.7 | 2.43
met2 | 47 | 27.1
met1 | 47 | 21.1
Power figures rest on the tool's default switching activity, not on a simulated workload.
