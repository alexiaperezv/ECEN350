File: /design/flow/design.v
module RegisterFile(BusA, BusB, BusW, RA, RB, RW, RegWr, Clk);
   output [63:0] BusA;
   output [63:0] BusB;
   input [63:0]  BusW;
   input [4:0] 	 RA;
   input [4:0] 	 RB;
   input [4:0] 	 RW;
   input 	 RegWr;
   input 	 Clk;
   reg [63:0] 	 register [31:0];  
   always@(negedge Clk) begin
      if(RegWr)begin
	 if(RW != 31)begin
	    register[RW] <= BusW;
	 end
      end
   end
   assign BusA = (RA==31)?0:register[RA];  
   assign BusB = (RB==31)?0:register[RB]; 
endmodule
File: /design/flow/run.sh
#!/bin/bash
# OpenROAD 26Q1-2900-gdf79404cd8, Yosys 0.63+post, stock flow scripts
make -C /OpenROAD-flow-scripts/flow DESIGN_CONFIG=/design/flow/config.mk WORK_HOME=/design/flow/orfs finish
File: /design/flow/config.mk
export PLATFORM = sky130hd
export DESIGN_NAME = RegisterFile
export DESIGN_NICKNAME = RegisterFile
export VERILOG_FILES = /design/flow/design.v
export SDC_FILE = /design/flow/constraint.sdc
export NUM_CORES = 4
export LEC_CHECK = 1
export CORE_UTILIZATION = 50
File: /design/flow/constraint.sdc
current_design RegisterFile

set clk_period 13.4
set clk_io_pct 0.2

create_clock -name clk0 -period $clk_period [get_ports {Clk}]

set non_clock_inputs [all_inputs -no_clocks]
set_input_delay [expr $clk_period * $clk_io_pct] -clock clk0 $non_clock_inputs
set_output_delay [expr $clk_period * $clk_io_pct] -clock clk0 [all_outputs]
==> Slide: Implementation Results <==
Key Metrics from the Run

Status
  • Status: complete, no violations

Floorplan
  • Die area: between 0.15 and 0.2 sq mm
  • Row Count: between 150 and 200
  • Die Y: 435 um
  • Num ports: 209
  • Initial Util: 50.5%
  • Die W: 435 um
  • Core region area: 0.186 sq mm

Global routing
  • GR Util All Layers: 36.3%
  • Vias in the first global route: 68500
  • Pin count of the biggest net entering global routing: 77
  • First-pass GRT wire length: roughly 430000 um
  • GRT Residual Overflow: 0
  • Initial antenna violation count: 4

Clock tree
  • CTS root buf: clkbuf_16
  • CTS tree: yes
  • Max clock buf depth: 3
  • Clock slew at reported path FFs: 30 ps
  • TritonCTS Buffers: 223
  • H-tree levels: 4
  • Hold_buf cts: 0
  • Post-cts sizing count: 0
  • Postcts setup bufs: 0
  • CTS sink count: a little over 2000

Final timing
  • Final Hold Violating Endpoints: 0
  • Hold slack final: approximately 6300 ps
  • Setup TNS Final: 0 ps
  • Max-slew headroom: 26.6%
  • Worst-Margin Slew: 1100 ps
  • Final Slew Violations: 0
  • Setup violations, final: 0
  • RSZ-0062 raised after global routing: no

Flow run
  • Tool warnings: a little over 1000
  • Tally of max-capacitance violations: 0

Place
  • DP HPWL: approximately 170000 um
  • RePlAce Congestion: 0.887
  • Port-buffer cells: 208
  • Inst Count DP: 7246

Layout
  • Non-Filler Instances: 9712
  • Area grow syn2layout: 23.5%
  • Top reg by flops: register
  • Fillers: roughly 13000
  • Top Registers: register: 2048 flops
  • Layout cells sized above 1: a little under a quarter
  • Max reg flops: 2048
  • Fin util: 62.3%

Yosys
  • Syn avg cell area: ~20 sq um
  • # Cells Yosys: 4609
  • Area leader, netlist: edfxtp_1
  • Area share, top type: about 66%
  • Yosys Warn Count: 1
  • Dominant Register Cell: edfxtp_1
  • Top cell type by instance count after synthesis: edfxtp_1
  • Chip area in the Yosys report: 0.0939 sq mm
  • Seq share, synth: 65.5%
  • Distinct lib cells: 47
  • Syn Inst Count: 4609
  • Post-synth ARST share: 0%
  • Post-synth top cells: 2048 x edfxtp_1, 945 x mux4_2, 374 x mux2i_1
  • EDFF count, synth: 2048
  • Synth Cell Area: approximately 0.094 sq mm
  • Cell area leaders: edfxtp_1 66%, mux4_2 23%, mux2i_1 4.0%, a22oi_1 1.0%, o22ai_1 0.77%
  • Synth flops: 2048

Setup path
  • Crit path kind: reg2out
  • Crit-path max FO: 2
  • CP Data Arrival Time: between 9000 and 10000 ps
  • CP endpoint kind: output port
  • Startpoint types: register
  • WP data required: 10720 ps

Power and ir drop
  • Worst VDD drop: 0.131 mV
  • Cell Pwr Density: 150 mW/mm^2
  • Lkg Pwr: 46.1 nW
  • Pwr Total: between 0.015 and 0.02 W

Drt
  • Vias: 59000
  • Drt total wl: 299000 um
  • Vias per inst: 6.07
  • First DRT Iteration DRCs: 3472
  • Wire per inst: ~30 um
  • DRT antenna net count: 0
  • Drc violations: 0
  • Drt first pass iters: 7

Hold path
  • Min-delay worst type: in2out
power breakdown:
group,total [W],switching [W],internal [W]
Clock,0.00885,0.00405,0.00481
Combinational,0.00129,0.000731,0.000563
Sequential,0.00724,0.0000360,0.00720
Total,0.0174,0.00481,0.0126
worst paths after layout:
check                   startpoint       end  slack [ps]  cells past startpoint
setup / recovery  register[12][13]  BusB[13]         970                      6
hold / removal               RB[2]  BusB[57]        6340                      4
metrics by stage:
stage                     worst slack [ps]  area, sq um
after CTS                              838       116000
after global placement                1190       100000
final                                  969       116000
after floorplan                        198        94100
after global routing                   820       116000
after detailed placement              1230       100000
layout make-up:
cell class                 count  area (sq um)  share of cell area, %
antenna                        3          7.51                0.00648
clock buffer                 226          5660                   4.88
clock inverter              2238          9920                   8.56
inverter                       2          17.5                 0.0151
multi-input combinational   2250         31000                   26.8
sequential                  2048         61500                   53.1
tap                         2480          3100                   2.68
timing repair buffer         465          4670                   4.03
cells in the final DEF (no fill, tap or decap), drive strengths merged, types with 5 or more instances in the layout:
cell type	synthesis	final
a211oi	58	58
a21o	47	47
a21oi	75	75
a22oi	128	128
a311oi	7	7
a31oi	12	12
and3	56	56
buf	198	265
bufinv	0	49
clkbuf	173	228
clkdlybuf4s50	0	198
clkinv	0	6
clkinvlp	0	60
conb	1	64
edfxtp	2048	2048
inv	3	2125
mux2	8	8
mux2i	374	374
mux4	945	945
nand2	151	151
nand3	15	15
nand3b	9	9
nor2	52	52
nor2b	6	6
nor3	5	5
o211a	9	9
o21ai	10	10
o221ai	60	60
o22ai	115	115
critical path, cell delays in order (launching register included):
cell and delay, ps:
edfxtp_1 400, mux4_2 250, mux2i_1 70, a22oi_1 230, o21ai_1 110, a211oi_1 590
clkdlybuf4s50_1 610
kinds of logic after synthesis:
logic type             count (synthesis)  synth area share (%)
muxes                               1327                  26.8
and+or+nand+nor                      310                  1.52
buffers and inverters                374                  2.04
AOI/OAI and AO/OA                    549                  4.15
DFF                                 2048                  65.5
other                                  1               0.00400
routing by layer:
layer  track usage (%)  share of wire, %  vias up
met1              43.3                30    29000
met3              30.7                18      574
li1                  -                 -    25000
met5              2.39              0.16        -
met2              49.3                48     4308
met4              14.4               3.4       22
Power figures rest on the tool's default switching activity, not on a simulated workload.
